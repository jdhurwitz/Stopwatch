==> flow/design.v <==
`timescale 1ns / 1ps
module counter(
    input RESET,
    input CLK,
    input PAUSE,
    output reg CARRY6,
	output reg CARRY10
    );
integer count6 = 0;
integer count10 = 0;
always@ (posedge CLK)
	begin 
		if(PAUSE)
			begin
			end
		if(RESET)
			begin
				count10 <= 4'b0000;
				CARRY10 = 0;
			end
		else if(count10 == 4'b1001)
			begin
				count10 <= 4'b0000;
				CARRY10 = 1;
			end
		else
			begin
				count10 <= count10 + 1;
				CARRY10 <= 0;
			end
	end
always@ (posedge CLK)
	begin 
		if(PAUSE)
			begin
			end
		if(RESET)
			begin
				count6 <= 4'b0000;
				CARRY6 = 0;
			end
		else if(count6 == 4'b0101)
			begin
				count6 <= 4'b0000;
				CARRY6 = 1;
			end
		else
			begin
				count6 <= count6 + 1;
				CARRY6 <= 0;
			end
	end
endmodule
==> flow/run.sh <==
#!/bin/bash
# OpenROAD 26Q1-2900-gdf79404cd8, Yosys 0.63+post, stock flow scripts
make -C /OpenROAD-flow-scripts/flow DESIGN_CONFIG=/design/flow/config.mk WORK_HOME=/design/flow/orfs finish
==> flow/config.mk <==
export PLATFORM = sky130hd
export DESIGN_NAME = counter
export DESIGN_NICKNAME = counter
export VERILOG_FILES = /design/flow/design.v
export SDC_FILE = /design/flow/constraint.sdc
export NUM_CORES = 4
export LEC_CHECK = 1
export CORE_UTILIZATION = 40
==> flow/constraint.sdc <==
current_design counter

set clk_period 6.7
set clk_io_pct 0.2

create_clock -name clk0 -period $clk_period [get_ports {CLK}]

set non_clock_inputs [all_inputs -no_clocks]
set_input_delay [expr $clk_period * $clk_io_pct] -clock clk0 $non_clock_inputs
set_output_delay [expr $clk_period * $clk_io_pct] -clock clk0 [all_outputs]
==> run summary <==
Result of the run - complete, no violations
Final period util - 0.368
Unrepaired setup endpoints after global routing - false
Relative slew margins - 0.651
Post-route non-filler standard cell count - 476
Synthesized-area fraction occupied by and/or/nand/nor cells - 0.330
Met3 track demand over resource in global routing - 0.0388
Total wire length - 6570 µm
Yosys stat area - 3220 µm²
Standby leakage power - 1.06 nW
Max Cap Viol - 0
Hold Vio Cnt, Final - 0
Flops & latches, synth - 66
Slew Viols, Final - 0
Actual transition at the worst max-transition pin - 0.519 ns
Ordered cell list for the critical path - clkdlybuf4s50_1
Num CTS Buffers - 9
Pin count of the biggest net entering global routing - 33
Chip footprint - 8400 µm²
Data arrival time at the worst-slack endpoint - 1.13 ns
Number of core rows - 32
Antenna cell count - 0
Aggregate negative setup slack - 0 ns
Port Buf Inserts - 3
Final weighted congestion in routability-driven placement - 0.751
Kind of start point of the critical path - register
Post-synthesis instance total - 371
Time the final worst path needs with I/O delays and setup - 2.47 ns
Worst Path Class, Setup - reg2out
Largest driver fanout on the critical path - 1
Global routing usage on met2 - 0.229
CP required - 5.36 ns
Count of warning messages emitted by the tools - 28
Mux cell area share - 0
Remaining antenna violation count after routing - 0
Element type at the critical path end - primary output
Maximum clock rate - 0.405 GHz
Post-synthesis average cell area - 8.67 µm²
Mapped Area - 3220 µm²
Classification of the worst-slack hold path - reg2reg
Clock Tree Root - clkbuf_8
Post-synthesis to final-layout area growth - 10.3%
Xor and xnor area share after synthesis - 0.0708
Synth Seq Share - 0.411
Vias after detailed routing - 2709
Number of buffers on the longest clock path - 2
Router iterations before antenna repair - 4
DRC Markers - 0
Clk Latency, worst-skew pair - 0.35 ns
Post-synthesis share of cell area spent on full adders, half adders and majority gates - 0.0156
Residual overflow from global routing - 0
Final Setup Violations - 0
Htree depth - 3
Antenna violations before repair - 0
Total core area - 7770 µm²
Synth Area in Compound Gates - 0.130
Busiest layer in global routing - met1
Yosys synthesis warning count - 1
Number of different library cells in the post-synthesis netlist - 40
Die width - 91.7 µm
GR Util met1 - 0.291
DIE HEIGHT - 91.7 µm
DRT iter0 DRCs - 128
Logic family by area - simple AND/OR/NAND/NOR gates
Wire length per cell after detailed routing - 13.8 µm
Number of buffers added to fix hold violations after cts - 0
Global Route Usage Sum - 0.171
Number of top-level design ports - 5
Clk_skew - 0.00862 ns
Clock transition at path regs - 0.07 ns
TritonCTS clock tree - built
Ratio of cells with drive above 1 in the final layout - 0.0829
Family with the most delay on the worst path - buffers and inverters
Worst vdd ir - 0.119 mV
Slowest library cell on the worst path - clkdlybuf4s50_1
Buf+Inv Stages, Crit Path - 1
Post-cts sizing count - 0
Post-Place Cells - 460
Yosys stat cell total - 371
Slowest stage delay, CP - 0.47 ns
PwrDens - 236 nW/µm²
Num Clock Sinks - 66
Wire length of the first global-routing pass - 11600 µm
Buffers inserted by post-CTS timing repair - 0
Half-perimeter wire length after placement - 4260 µm
Vias per Instance - 5.69
Via count of the first global-routing pass - 2388
Core utilization before placement - 0.414
worst paths after layout:
path             start    endpoint  slack (ns)  cells past startpoint
max            CARRY10     CARRY10        4.23                      1
min reg2reg  count6[0]   count6[0]        0.50                      1
min          count6[0]   count6[0]        0.50                      1
max reg2reg  count6[0]  count6[26]        4.53                      5
cell type report:
class                           instances  area [µm²]
Clock buffer                           10         138
Clock inverter                          6         113
Fill cell                             747        4220
Inverter                               10        37.5
Multi-Input combinational cell        277        1760
Sequential cell                        66        1320
Tap cell                              102         128
Timing Repair Buffer                    5        45.0
power by group:
group,internal [mW],switching (mW)
sequential,0.395,0.00479
clock,0.259,0.160
combinational,0.00687,0.0124
layer usage:
| metal | up-vias | share of wire |
|---|---|---|
| li1 | 1411 | - |
| met1 | 1254 | 0.55 |
| met2 | 35 | 0.40 |
| met3 | 9 | 0.038 |
| met4 | 0 | 0.016 |
| met5 | - | 0 |
flip-flops by register name (all words and copies together), names as in the netlist:
name / flops
CARRY10: 1
count6: 32
count10: 32
CARRY6: 1
Yosys cell counts, drive strengths merged:
master	instances	area share
dfxtp	66	0.41
a21oi	34	0.053
nor2	32	0.037
or4	23	0.054
nand4	22	0.051
o31ai	22	0.051
nand3	21	0.034
nor4	19	0.037
nand2	16	0.019
xnor2	16	0.044
clkbuf	12	0.017
or3	12	0.025
inv	10	0.012
o21ai	10	0.016
xor2	10	0.027
and4	8	0.022
nor3	7	0.011
buf	6	0.014
and3	5	0.010
ha	4	0.016
and2	3	0.0062
nor3b	2	0.0047
nor4b	2	0.0054
o21bai	2	0.0047
or2	2	0.0039
or4b	2	0.0074
a31o	1	0.0027
nand4b	1	0.0027
o41ai	1	0.0027
placed cells by master, fill, tap and decap left out, types with 2 or more instances in the layout:
cell / count
bufinv_16: 3
nor3b_1: 2
inv_1: 10
and2_1: 2
o31ai_1: 22
nand4_2: 4
and4_1: 7
nor4b_1: 2
clkdlybuf4s50_1: 3
xnor2_1: 16
or4_1: 23
nand3_1: 20
dfxtp_1: 66
o21bai_2: 2
nor4_1: 19
nor3_1: 7
and3_1: 4
nand4_1: 18
ha_1: 4
o21ai_0: 10
xor2_1: 10
buf_4: 2
or3_1: 11
nand2_1: 16
nor2_1: 32
clkbuf_8: 10
a21oi_1: 34
cells by family (layout without fill, tap and decap cells):
family	after synthesis	after routing
AND-OR/OR-AND	70	70
XOR/XNOR	26	26
adder cells (fa/ha/maj)	4	4
buffers and inverters	28	31
flip-flops	66	66
AND/OR/NAND/NOR	177	177
through the flow:
step | instance area, µm² | setup WS, ns | hold WS, ns | total power [mW] | util
5_1_grt | 3550 | 4.18 | 0.538 | 0.870 | 0.457
4_1_cts | 3550 | 4.22 | 0.502 | 0.846 | 0.457
6_report | 3550 | 4.23 | 0.498 | 0.838 | 0.457
2_1_floorplan | 3220 | 4.70 | 0.452 | 0.422 | -
3_5_place_dp | 3300 | 3.92 | 0.483 | 0.429 | 0.424
3_3_place_gp | 3300 | 3.97 | 0.473 | 0.428 | 0.424
Power figures rest on the tool's default switching activity, not on a simulated workload.
